==> design/flow/design.v <==
`timescale 1ns / 1ps
`default_nettype none
module InformationController(
        clock,
        request,
	 	confirm,
	 	password,
	 	user,
	 	writeRegP,
	 	writeRegQ);
input clock;
input request;
input confirm;
input [7:0] password;
input [7:0] user;
output reg writeRegP;
output reg writeRegQ;
 parameter S0 = 3'b000, S1 = 3'b001, S2 = 3'b101, S3 = 3'b111;
 reg [2:0] state = S0;
 always @(posedge clock)
 begin
  if(~request) state = S0;
  else
  case(state)
   S0 :
    begin
     if(request) state = S1;
    end
   S1 : if(confirm)
      if(user == password)
       state = S2;
      else state = S3;
     else
      state = S1;
   S2 : if(confirm)
     begin
      writeRegQ = user[7];
      writeRegP = ~user[7];
     end
	endcase
 end
endmodule
==> design/flow/run.sh <==
#!/bin/bash
# OpenROAD 26Q1-2900-gdf79404cd8, Yosys 0.63+post, stock flow scripts
make -C /OpenROAD-flow-scripts/flow DESIGN_CONFIG=/design/flow/config.mk WORK_HOME=/design/flow/orfs finish
==> design/flow/config.mk <==
export PLATFORM = sky130hd
export DESIGN_NAME = InformationController
export DESIGN_NICKNAME = InformationController
export VERILOG_FILES = /design/flow/design.v
export SDC_FILE = /design/flow/constraint.sdc
export NUM_CORES = 4
export LEC_CHECK = 1
export CORE_AREA = 10 10 70 70
export DIE_AREA = 0 0 80 80
==> design/flow/constraint.sdc <==
current_design InformationController

set clk_period 1.2
set clk_io_pct 0.2

create_clock -name clk0 -period $clk_period [get_ports {clock}]

set non_clock_inputs [all_inputs -no_clocks]
set_input_delay [expr $clk_period * $clk_io_pct] -clock clk0 $non_clock_inputs
set_output_delay [expr $clk_period * $clk_io_pct] -clock clk0 [all_outputs]
==> impl.org <==
#+TITLE: Synthesis and PnR summary

** Status
- The run finished with clean final reports.

** Synth
- For this run, asynchronously set or reset flops after synthesis account for 0.
- The main area contributors are sky130_fd_sc_hd__xnor2_1 26%, sky130_fd_sc_hd__dfxtp_1 22%, sky130_fd_sc_hd__edfxtp_1 22%, sky130_fd_sc_hd__o41ai_2 6.0%, sky130_fd_sc_hd__o21a_1 5.6%.
- The synthesis report lists the Yosys warning total as 1.
- Syn_area_per_cell :: around 10 µm²
- The number of different library cells used by synthesis comes to 11.
- Post-synth top area cell :: sky130_fd_sc_hd__xnor2_1
- Register area share after synthesis :: 0.447
- Area of the synthesized netlist per yosys stat :: 269 µm²
- For reference, the top cells by count after synthesis are 8 x sky130_fd_sc_hd__xnor2_1, 3 x sky130_fd_sc_hd__dfxtp_1, 3 x sky130_fd_sc_hd__nor2_1.
- # Cells Yosys :: 26
- After technology mapping, the gate count stands at 26.
- The most common cell in the synthesized netlist is sky130_fd_sc_hd__xnor2_1.
- EDFF count, synth :: 2
- The area fraction of the largest cell type after synthesis is 0.260.
- Predominant post-synthesis flop cell :: sky130_fd_sc_hd__dfxtp_1
- Netlist area before placement :: 269 µm²
- Count of state elements after synthesis :: 5

** STA
- Fmax :: 870 MHz
- Post-route clock skew :: about 0.0016 ns
- For reference, the final report shows the max-slew violation count at 0.
- Transition time at the pin with the least slew margin :: ~0.2 ns
- Measured against its own limit, the worst slew margin works out to 0.862.
- The final report lists the setup-violating endpoint count as 0.
- The worst path meets setup with around 0.050 ns of slack.
- Setup repair after global routing left no endpoint under its margin.
- Final hold viol count :: 0
- Counting I/O delays and the setup requirement, the final critical path takes 1.15 ns.
- Of the available clock period, the critical path in the final layout requires 0.958.

** Worst setup path
- Required time at the endpoint of the critical path :: between 1 and 1.5 ns
- On the critical path the data arrives at roughly 1.1 ns.
- The worst setup path is captured at a flop.
- Critical path launch point type :: input pin
- Crit path max fanout :: 2
- Worst setup path class :: in -> reg

** Routing
- For this block, the initial DRC count from the detailed router was 3.
- Remaining routing DRC violations :: 0
- Per the post-route antenna check, the number of violating nets is 0.
- Via total after detailed routing :: about 270
- For this block, the routed nets add up to roughly 770 µm of wire.
- Post-DR vias/cell :: around 2.8
- For this run, the detailed router's first-pass iteration total came to 3.
- The repair_antennas step left the layout with diodes totalling 0.
- TritonRoute output was used to compute an average wire per cell of ~7.9 µm.

** Pwr
- Switching power of the nets :: 108 µW
- Portion of total power attributed to the clock network :: 0.374
- VDD sags by at most around 0.00015 V.
- Areal power density over the cells :: approximately 900 nW/µm²
- Sw Share :: 0.214
- Portion of total power attributed to sequential cells :: 0.396
- Cell internal power was estimated by the tool at between 300 and 400 µW.
- The power report attributes to the combinational group a share of 0.230.
- For this design the static power due to leakage is roughly 0.0002 µW.

** Floorplanning
- Count of standard-cell rows :: 21
- Floorplan-stage core utilization :: 0.0788
- Die Outline Area :: approximately 6400 µm²
- X dimension of the die :: about 80 µm
- Height of the die :: approximately 80 µm
- Area inside the core boundary :: between 3000 and 4000 µm²
- Count of boundary I/O pins :: 21

** Global routing
- The via count of the first global-routing pass came to 288.
- Entering global routing, the biggest net connects 6 pins.
- Summed over all routing layers, the global router reports a total usage of 0.0235.
- The initial antenna violation count is 0.
- The first global-routing pass estimated between 1 and 1.5 mm of wire.
- For this run the aggregate overflow at the end of global routing stands at 0.

** Hold path
- The worst hold path belongs to the class in -> reg.

** Placed design
- Number of buffers inserted by port buffering :: 20
- Detailed placement finished with a half-perimeter wire length of between 600 and 700 µm.
- The final weighted congestion recorded by global placement is between 0.7 and 0.8.
- Minimum setup slack after placement :: -0.315 ns

** Cells and area
- The area taken by multi-input combinational cells is reported as ~160 µm².
- Per the final layout report, the fraction of cells sized above drive strength 1 comes to 0.157.
- Final core occ :: 0.168
- Layout area overhead :: 113%
- In the final layout, flip-flops and latches occupy 120 µm².
- Filler cells :: about 400

** Clock network
- Per the skew report, the later register of the worst-skew pair sees a clock latency of 0.24 ns.
- Per the post-CTS timing run, clock transition at the registers of the reported paths is around 0.040 ns.
- Counting along the longest clock path gives a buffer depth of 2.
- H-tree depth :: 1
- Number of clock buffers inserted by TritonCTS :: 3
- TritonCTS built the clock tree.
- Looking at the post-CTS report, the setup buffer insertion count equals 0.
- After clock tree synthesis, the flow added hold-fix buffers numbering 0.
- The number of clock sinks came to 5.
- Per the CTS log, the root buffer master is sky130_fd_sc_hd__clkbuf_4.

** Run
- Max-Cap Viols :: 0
- Across all stage logs, warnings added up to 25.
[cell type report]
class	count	share of cell area
timing repair buffer	21	0.362
clock buffer	4	0.0459
tap	46	0.100
sequential	5	0.210
multi-input combinational	20	0.275
inverter	1	0.00655
[flip-flops by register name, summed over array words and instances (netlist names)]
signal     count
state          3
writeRegP      1
writeRegQ      1
[power by group through the flow]
stage / sequential [µW] / clock (µW) / combinational (µW)
global route: 201 / 218 / 126
CTS: 199 / 199 / 116
finish: 200 / 189 / 116
[metal layers]
layer,global-route usage,part of all wire,wire length (µm)
met1,0.0275,0.50,382
met2,0.0249,0.28,214
met3,0.0284,0.22,169
met4,0.00704,0,0
met5,0,0,0
[worst max-delay path: stages]
cell and delay [ns]:
sky130_fd_sc_hd__clkdlybuf4s50_1 0.51, sky130_fd_sc_hd__nand3_2 0.10, sky130_fd_sc_hd__nor3b_2 0.24
[stage by stage]
step / area, µm² / std cells / TNS (ns) / hold slack [ns] / power (µW)
finish: 573 / 97 / 0 / 0.337 / 505
global route: 573 / 97 / 0 / 0.322 / 545
CTS: 563 / 97 / 0 / 0.508 / 514
detailed placement: 534 / 93 / -0.838 / 0.490 / 316
global placement: 534 / 93 / -0.813 / 0.478 / 315
floorplan: 269 / 26 / 0 / 0.339 / 241
[cell families after synthesis]
kind of cell              after synthesis  synth area share
and+or+nand+nor                         9             0.163
xor gates and xnor gates                8             0.260
buffers and inverters                   1            0.0139
DFF                                     5             0.447
AOI/OAI and AO/OA                       3             0.116
[path summary, 6_finish.rpt]
path              cells after the start   endpoint  slack (ns)     start
setup / recovery                      3  writeRegQ        0.05   confirm
hold / removal                        2   state[2]        0.34   request
setup reg to reg                      2  writeRegQ        0.21  state[0]
hold reg to reg                       1   state[1]        0.51  state[2]
[repair_timing]
action                     in CTS  in global routing
pin swaps                       0                  1
setup endpoints to repair       4                  3
cloned                          0                  0
gates resized                   3                  3
[layout by cell type, fill, tap and decap left out]
master	instances
sky130_fd_sc_hd__nand2_1	2
sky130_fd_sc_hd__dlygate4sd2_1	2
sky130_fd_sc_hd__buf_4	1
sky130_fd_sc_hd__clkdlybuf4s50_1	17
sky130_fd_sc_hd__nand3_2	1
sky130_fd_sc_hd__nor2_2	1
sky130_fd_sc_hd__clkbuf_4	3
sky130_fd_sc_hd__dlymetal6s2s_1	1
sky130_fd_sc_hd__nor2_1	2
sky130_fd_sc_hd__edfxtp_1	2
sky130_fd_sc_hd__xnor2_1	8
sky130_fd_sc_hd__inv_1	1
sky130_fd_sc_hd__clkbuf_1	1
sky130_fd_sc_hd__nor3b_2	1
sky130_fd_sc_hd__nand4_1	2
sky130_fd_sc_hd__dfxtp_1	3
sky130_fd_sc_hd__o21a_1	2
sky130_fd_sc_hd__o41ai_2	1
Power is estimated from default activity; no workload was simulated.
