[flow/run.sh]
#!/bin/bash
# OpenROAD 26Q1-2900-gdf79404cd8, Yosys 0.63+post, stock flow scripts
make -C /OpenROAD-flow-scripts/flow DESIGN_CONFIG=/design/flow/config.mk WORK_HOME=/design/flow/orfs finish
[flow/config.mk]
export PLATFORM = sky130hd
export DESIGN_NAME = LogicHealthcareSystemController
export DESIGN_NICKNAME = LogicHealthcareSystemController
export VERILOG_FILES = /design/flow/design.v
export SDC_FILE = /design/flow/constraint.sdc
export NUM_CORES = 4
export LEC_CHECK = 1
export CORE_AREA = 10 10 70 70
export DIE_AREA = 0 0 80 80
[flow/constraint.sdc]
current_design LogicHealthcareSystemController

set clk_period 3.1
set clk_io_pct 0.2

create_clock -name clk0 -period $clk_period [get_ports {clock}]

set non_clock_inputs [all_inputs -no_clocks]
set_input_delay [expr $clk_period * $clk_io_pct] -clock clk0 $non_clock_inputs
set_output_delay [expr $clk_period * $clk_io_pct] -clock clk0 [all_outputs]
[flow/design.v]
`timescale 1ns / 1ps
`default_nettype none
module LogicHealthcareSystemController(  
    clock,
    presureAbnormality,
    bloodAbnormality,
    fallDetected,
    temperatureAbnormality,
    nervousAbnormality,
    abnormaliryWarning);
input clock;
input presureAbnormality;
input bloodAbnormality;
input fallDetected;
input temperatureAbnormality;
input [1:0] nervousAbnormality;
output [2:0] abnormaliryWarning;
wire[3:0] sum;
reg [2:0]state;
parameter s0 = 3'b000, s1 = 3'b001,s2 = 3'b010,s3 = 3'b011,s4 = 3'b100,s5 = 3'b0101,s6 = 3'b110;
assign sum =  presureAbnormality + bloodAbnormality + fallDetected + temperatureAbnormality + nervousAbnormality[0] + nervousAbnormality[1];
always @(posedge clock)
	begin
		state = s0;
		case(sum)
			3'b000: state = s0;
			3'b001: state = s1;
			3'b010: state = s2;
			3'b011: state = s3;
			3'b100: state = s4;
			3'b101: state = s5;
			3'b110: state = s6;
		endcase
	end
assign abnormaliryWarning = state;
endmodule
==> flow_summary_export.csv <==
group,metric,value,unit
critical_path,end_kind,"flip-flop",
floorplan,core_region_area,0.00342,mm2
power,peakVddDrop,0.0729,mV
timing,rsz0062_at_grt,"no",
synthesis,syn_area,166,um2
power,pwr-share-clk,37.2,%
power,powerDensity,525,mW/mm2
synthesis,synth_cell_types,5,
timing,maxSlewHeadroom,93.1,%
timing,max_freq,355,MHz
timing,min_period,2.81,ns
final_layout,layout-drive-gt1-share,11.1,%
job,cap_viol_max_count,0,
final_layout,largest_register_ffs,3,
critical_path,critPathMaxFanout,2,
drt,postRouteAntennaNets,0,
final_layout,layout.area.seq,60.1,um2
timing,finalCritPeriodShare,90.8,%
global_routing,grt_usage,1.49,%
power,leakage,0.138,nW
synthesis,avgSynthCellArea,11.9,um2
drt,vias,138,
floorplan,io_pins,10,
power,combinationalPowerShare,32.5,%
place,place_congestion,0.800,
critical_path,crit_type,"primary input to flip-flop",
synthesis,synth_cells,14,
synthesis,ys.flops,3,
floorplan,die_h,80,um
timing,drv_slew,0,
drt,remaining_drc_errors,0,
drt,drt-total-wl,403,um
drt,first_iter_violations,0,
floorplan,dieWidth,80,um
global_routing,antenna_found_initial,0,
critical_path,worstPathArrival,2.98,ns
critical_path,start_kind,"primary input",
synthesis,synth-seq-area-share,36.1,%
floorplan,core.rowCount,21,
power,p_seq_share,30.3,%
timing,hold_violations,0,
synthesis,ys_area,166,um2
clock_network,clock-sinks,3,
global_routing,grt_max_degree,4,
clock_network,cts_tree,"yes",
critical_path,required,3.26,ns
clock_network,root_buffer,"clkbuf_4",
clock_network,cts_made_buffers,3,
clock_network,htreeDepth,1,
synthesis,ys_warn_count,1,
hold_path,hold_class,"primary input to flip-flop",
power,netSwitchingPower,0.0393,mW
clock_network,post-cts-setup-buffers,0,
global_routing,grt_pass1_wl,710,um
place,place_ws,0.0414,ns
clock_network,path_clk_slew,0.04,ns
job,warning_count,25,
drt,drt-pass1-iter-count,1,
drt,viasPerCell,1.86,
synthesis,yosysCellCount,14,
power,internal_power,0.141,mW
clock_network,clockBufferDepth,2,
place,io_buffers,9,
floorplan,chipArea,0.00640,mm2
timing,fin_ws,0.285,ns
global_routing,first_global_vias,163,
timing,worst_pin_slew,0.103,ns
global_routing,grt_overflow,0,
timing,setup_tns,0,ns
drt,avgRoutedWirePerCell,5.45,um
final_layout,fillCellCount,395,
timing,finalSetupViolCount,0,
clock_network,cts_hold_buf,0,
power,sw_frac_of_total,21.8,%
final_layout,areaGrowthSynthToFinish,106,%
place,hpwl,351,um
final_layout,combGateArea,87.6,um2
run_status,outcome,"finished clean",
floorplan,fp_util,4.87,%
clock_network,post_cts_resized,0,
## logic make-up (layout without fill, tap and decap cells)
kind of cell               after synthesis  in the layout  synth area share [%]
buffers and inverters                    5             18                  11.3
other                                    0              1                     0
AOI/OAI and AO/OA                        2              2                  9.02
DFF                                      3              3                  36.1
adders and majority gates                4              4                  43.6
## Yosys cell counts
library cell  instances  area, um2
inv_1                 5       18.8
dfxtp_1               3       60.1
fa_1                  3       60.1
a21boi_1              2       15.0
ha_1                  1       12.5
## power by group through the flow
stage / combinational, mW / clock, mW / sequential, mW
CTS: 0.0608 / 0.0715 / 0.0547
finish: 0.0585 / 0.0669 / 0.0546
global route: 0.0669 / 0.0761 / 0.0555
## layout by cell type, fill, tap and decap left out
cell type	n
clkbuf_4	3
diode_2	1
a21boi_1	2
fa_1	3
clkdlybuf4s50_1	9
dfxtp_1	3
inv_1	5
clkbuf_1	1
ha_1	1
## through the flow
stage / instances / hold slack [ns] / power (mW) / instance area, um2 / utilization, %
after floorplan: 14 / 0.791 / 0.0755 / 166 / -
after global placement: 69 / 1.29 / 0.115 / 314 / 9.19
after detailed placement: 69 / 1.29 / 0.116 / 314 / 9.19
after CTS: 73 / 1.05 / 0.187 / 340 / 9.96
after global routing: 73 / 1.09 / 0.199 / 340 / 9.96
final: 74 / 1.06 / 0.180 / 343 / 10.0
## layout make-up
type | count | area share (%)
flip-flops and latches | 3 | 17.5
clock buffers | 4 | 7.66
multi-input cells | 6 | 25.5
repair buffers | 9 | 26.3
well taps | 46 | 16.8
diodes | 1 | 0.730
inverters | 5 | 5.47
## worst max-delay path, cell delays in order
cell and delay, ns:
clkdlybuf4s50_1 0.43, fa_1 0.53, inv_1 0.05, fa_1 0.48, inv_1 0.04, ha_1 0.18, fa_1 0.50, a21boi_1 0.14
## final timing paths
check / startpoint / endpoint / slack, ns / cells past startpoint
worst max-delay path: presureAbnormality / state[1]$_DFF_P_ / 0.29 / 8
worst min-delay path: fallDetected / state[0]$_DFF_P_ / 1.06 / 2
## metal layers
metal | vias up | GRT usage, % | wire [um]
li1 | 68 | - | -
met3 | 0 | 2.61 | 149
met1 | 58 | 1.28 | 127
met2 | 12 | 1.44 | 125
met4 | 0 | 0.704 | 0
met5 | - | 0 | 0
Power is estimated from default activity; no workload was simulated.
